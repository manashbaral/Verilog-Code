--- design/flow/config.mk ---
export PLATFORM = sky130hd
export DESIGN_NAME = decadeCounter
export DESIGN_NICKNAME = decadeCounter
export VERILOG_FILES = /design/flow/design.v
export SDC_FILE = /design/flow/constraint.sdc
export NUM_CORES = 4
export LEC_CHECK = 1
export CORE_AREA = 10 10 70 70
export DIE_AREA = 0 0 80 80
export SYNTH_HDL_FRONTEND = slang
--- design/flow/constraint.sdc ---
current_design decadeCounter

set clk_period 1.3
set clk_io_pct 0.2

create_clock -name clk0 -period $clk_period [get_ports {clk}]

set non_clock_inputs [all_inputs -no_clocks]
set_input_delay [expr $clk_period * $clk_io_pct] -clock clk0 $non_clock_inputs
set_output_delay [expr $clk_period * $clk_io_pct] -clock clk0 [all_outputs]
--- design/flow/design.v ---
 module decadeCounter(
    input clk,
    input reset,
    output reg [3:0] count      
 );
    always @(posedge clk) begin
        if (reset)
            count <= 4'b0000;  
        else if (count == 4'b1001)
            count <= 4'b0000;  
        else
            count <= count + 1;  
    end
endmodule
--- design/flow/run.sh ---
#!/bin/bash
# OpenROAD 26Q1-2900-gdf79404cd8, Yosys 0.63+post, stock flow scripts
make -C /OpenROAD-flow-scripts/flow DESIGN_CONFIG=/design/flow/config.mk WORK_HOME=/design/flow/orfs finish
==> deck_impl_summary.md <==
Implementation Results

Outcome
  – Status: finished clean

Clock network
  – Clk slew on worst S/H paths: 0.04 ns
  – CTS Hold Bufs: 0
  – Number of buffers created by CTS: 3
  – Clock Latency Late Sink: 0.24 ns
  – CTS tree: yes
  – H-tree depth: 1
  – CTS sink cnt: 4
  – Clock Tree Root: clkbuf_4
  – Clock Tree Buf Depth: 2

Worst setup path
  – Worst path slowest cell: dfxtp_2
  – CP startpoint kind: flop
  – Worst path arrival time: 1.37 ns
  – Critical path type: flop to flop
  – Cell count of the worst reg-to-reg path: 4
  – Critical path's top delay family: flip-flops
  – Worst Path Required: 1.46 ns
  – Cell Chain, Critical Path: inv_1 > ha_1 > or3b_1 > a31oi_1
  – CP Capture Type: flop
  – Setup crit start: count[1]
  – Worst path bufs/invs: 1
  – Critical-path maximum fanout: 5
  – Crit path largest cell delay: 0.35 ns
  – Critical Path Stages: 4
  – R2r startpoint: count[1]

Synth
  – # Cells Yosys: 19
  – Main logic family: simple AND/OR/NAND/NOR gates
  – Aoi share: 0.1042
  – Register area share after synthesis: 0.4444
  – Post-synthesis chip area from yosys: 180.2 um2
  – Count of state elements after synthesis: 4
  – Syn Std Cell Area: 180.2 um2
  – Simple-Gate Fraction of Synth Area: 0.2917
  – YS warnings: 0
  – Library cells used by synthesis: 13
  – Fa+ha+maj area frac: 0.1389
  – MUX area fraction: 0
  – Xor/xnor share: 0
  – Mapped Avg Cell Area: 9.483 um2
  – Cells after Synth: 19

Global route
  – Number of global-route vias before repair: 193
  – First-pass GRT wire length: 938 um
  – Largest net degree at the start of global routing: 7
  – Initial antenna violation count: 0
  – GR Util All Layers: 0.02108
  – Congestion Overflow GR: 0

Floorplan
  – Die W: 80 um
  – Starting density of the core: 0.05275
  – Core ar.: 3416 um2
  – DIE AREA: 6400 um2
  – Die H: 80 um
  – Num rows: 21
  – # IOs: 6

Placement
  – Detail Placement HPWL: 397.2 um
  – Buffers on Ports: 5
  – Routability Congestion: 0.6556

STA
  – Fmax: 824.4 MHz
  – Worst relative slew slack: 0.8529
  – RSZ-0062 raised after global routing: false
  – Tcrit/Tclk final: 0.9331
  – Final min period: 1.213 ns
  – WHS: 0.4488 ns
  – Count of final setup violators: 0
  – Fin Setup TNS: 0 ns
  – Worst slew pin tran: 0.2201 ns
  – Final Hold Vio Count: 0
  – Slew Limit Fails: 0
  – Final Skew: 0.006512 ns

Power
  – Maximum vdd drop: 0.2025 mV
  – PD cells: 997.2 nW/um2
  – Total Power: 0.3369 mW
  – P_leak: 0.1533 nW

Hold path
  – Type of the most critical hold path: flop to flop
  – Hold path depth: 1
  – Start point of the worst hold path: count[0]

Drt
  – Ant. Diodes: 0
  – Met1 wire length: 245 um
  – Wire per inst: 7.960 um
  – DR DRC count: 0
  – Initial DRT Pass Iterations: 2
  – Initial drt markers: 5
  – Routed wl met3: 165 um
  – DR vias/cell: 2.293
  – Met2 wire length: 182 um
  – Max layer used: met4
  – DR vias: 172
  – Antenna Nets Post-Route: 0
  – Routed wire length: 597 um

Finish
  – Layout cells sized above 1: 0.3103
  – Most flop-heavy register: count
  – Dominant logic cell type in the layout: clkbuf_4
  – Max reg flops: 4
  – Area grow syn2layout: 87.50%
  – Largest regs: count: 4 flops

Run
  – Max-cap violations: 0
  – Tool warnings: 26
Yosys cell counts (all sizes together):
library cell | n | area (um2)
nor2 | 2 | 7.510
or3b | 1 | 8.760
nand3 | 1 | 5.000
nand3b | 1 | 7.510
nand4b | 1 | 8.760
o21bai | 1 | 7.510
a21oi | 1 | 5.000
nand2 | 2 | 7.510
a31oi | 1 | 6.260
ha | 2 | 25.02
inv | 1 | 3.750
or2b | 1 | 7.510
dfxtp | 4 | 80.08
cell type report:
cell class,count,area [um2]
fill,406,3078
multi-input combinational,14,96.34
sequential,4,90.09
timing repair buffer,7,67.56
tap,46,57.56
clock buffer,3,22.52
inverter,1,3.754
cell families after synthesis:
group | after synthesis
flops | 4
simple gates | 9
buf+inv | 1
fa+ha+maj | 2
compound gates | 3
per-stage QoR:
| step | area, um2 | std cells | utilization | worst slack [ns] |
|---|---|---|---|---|
| after global routing | 337.8 | 75 | 0.09890 | 0.02706 |
| after detailed placement | 287.8 | 70 | 0.08425 | 0.07283 |
| final | 337.8 | 75 | 0.09890 | 0.08697 |
| after floorplan | 180.2 | 19 | - | 0.1883 |
| after CTS | 332.8 | 75 | 0.09744 | 0.01235 |
| after global placement | 287.8 | 70 | 0.08425 | 0.09804 |
timing repair:
item,CTS,global route
endpoints found under the setup margin,4,2
setup buffers,2,0
gates resized,8,2
power breakdown:
part | internal [mW] | total [mW] | switching, mW
combinational | 0.0220 | 0.0377 | 0.0157
sequential | 0.131 | 0.140 | 0.00917
clock | 0.104 | 0.159 | 0.0553
total | 0.257 | 0.337 | 0.0802
layer usage:
metal,global-route usage,vias to the layer above
met2,0.02006,11
met5,0,-
met1,0.01931,73
met4,0.003521,0
met3,0.03977,2
li1,-,86
worst paths after layout:
path | end | slack (ns)
worst max register to register | count[3] | 0.09
worst max-delay path | count[3] | 0.09
worst min-delay path | count[0] | 0.45
worst min register to register | count[0] | 0.45
Power figures rest on the tool's default switching activity, not on a simulated workload.
