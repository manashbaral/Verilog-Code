==> ./design.v <==
 module mux256x4 (
    input  wire [1023:0] in,    
    input  wire [7:0]    sel,   
    output wire [3:0]    out    
);
    assign out = in[(sel*4) +: 4];  
endmodule
==> ./run.sh <==
#!/bin/bash
# OpenROAD 26Q1-2900-gdf79404cd8, Yosys 0.63+post, stock flow scripts
make -C /OpenROAD-flow-scripts/flow DESIGN_CONFIG=/design/flow/config.mk WORK_HOME=/design/flow/orfs finish
==> ./config.mk <==
export PLATFORM = sky130hd
export DESIGN_NAME = mux256x4
export DESIGN_NICKNAME = mux256x4
export VERILOG_FILES = /design/flow/design.v
export SDC_FILE = /design/flow/constraint.sdc
export NUM_CORES = 4
export LEC_CHECK = 1
export CORE_AREA = 10 10 399 399
export DIE_AREA = 0 0 409 409
export SYNTH_HDL_FRONTEND = slang
==> ./constraint.sdc <==
current_design mux256x4

set clk_period 6.0
set clk_io_pct 0.2

create_clock -name clk0 -period $clk_period

set non_clock_inputs [all_inputs -no_clocks]
set_input_delay [expr $clk_period * $clk_io_pct] -clock clk0 $non_clock_inputs
set_output_delay [expr $clk_period * $clk_io_pct] -clock clk0 [all_outputs]
==> reports/metrics.cfg <==
[worst_setup_path]
critPathMaxStageDelay_ps=580
worst_path_max_delay_cell=a211oi_1
cpMostUsedCell=buf_4
crit_buf_inv=4
cp.arrival_ps=4470
start_kind=primary input
worstSetupPathType=in2out
path_cells=buf_8 > buf_4 > nand2b_1 > a211oi_1 > o41ai_1 > a211oi_2 > buf_4 > a211o_1 > o211ai_2 > clkdlybuf4s50_1
crit_family=AND-OR/OR-AND gates
cp-startpoint=sel[0]
required_ps=4800
setup.worst_path.end=out[1]
cp_num_cells=10
cp-end-kind=output port
critPathMaxFanout=41

[logic_synthesis]
synth-xor-area-share=0
synth_cells=794
synth_adder_area_share=0
synth-compound-area-share=0.182
synth.top_cell.area_share=0.484
yosysUniqueCellTypes=49
synth.avg_cell_area_sq_um=10.8
ys_seq_frac=0
topCombFamilyByArea=multiplexers
yosys_area_sq_um=8610
ys_cells=794
yosys_warnings=0
mappedNetlistArea_sq_um=8610
top_cells_by_area=mux4_2 (48%), mux2i_1 (16%), a22oi_1 (4.0%), buf_6 (3.0%), o22ai_1 (2.5%)
ys_sh_simple=0.0809
muxShareOfSynthArea=0.658
yosysTopAreaCell=mux4_2

[placed_design]
hpwlAfterDp_microns=107000
gp_congestion=0.988
place_area_sq_um=21600
pre_cts_ws_ps=-297
portBuffers=1036

[run]
tool_warnings=32
maxCapViolCount=0

[pwr]
peakVddDrop_v=0.0000268
p_int_uw=966
net-switching-power_uw=644
swShare=0.400
leakagePower_uw=0.00718
power_density_nw_per_um2=74.2

[floorplanning]
std_cell_rows=142
io_pins=1036
coreArea_sq_um=150000
fp.dieH_microns=409
chip_area_sq_um=167000
die_width_microns=409
fp_util=0.0574

[grt]
grt_pass1_wl_microns=149000
grt_max_degree=52
overflow=0
grt_pass1_vias=14400
antenna_found_initial=38
track_usage=0.137

[drt]
num_vias=12700
wl_per_cell_microns=30.8
antenna_left=0
routed_wl_microns=118000
via_per_inst=3.30
dr.pass1.iters=6
drc=0
drt-initial-drc-count=688

[final_timing]
setup_viol=0
hold_ws_ps=3590
fmax_mhz=176
relSlewSlack=0.449
finalCritPeriodShare=0.945
hold_viol_final=0
final.min_clock_period_ps=5670
fin_ws_ps=330
worst_pin_slew_ps=827
drv_slew=0

[layout]
clkbuf_count=0
ff_count=0
drive_gt1_frac=0.175
area_growth_pct=152
stdcell_area_sq_um=21700
final_util=0.144
flop_area_sq_um=0

[cts]
hold_buffers=0
cts_setup_buffers=0

[hold_path]
hold_path.class=in2out
hold_start=sel[4]

[run_status]
status=finished clean

-- synthesized netlist by cell type (5+ instances only) --
master	count
a211oi_1	25
a21oi_1	40
a22oi_1	46
a31oi_1	12
and2_1	9
buf_1	5
buf_2	27
buf_4	10
buf_6	23
clkbuf_1	34
mux2_2	8
mux2i_1	139
mux4_2	185
nand2_1	20
nand2b_1	11
nand3_1	6
nor2_1	19
nor2b_1	11
nor3_1	29
nor4_1	7
o21ai_0	13
o221ai_1	21
o22ai_1	34
or3_1	5
-- cell families after synthesis --
| logic type | Yosys count |
|---|---|
| multiplexers | 333 |
| AND-OR/OR-AND | 224 |
| AND/OR/NAND/NOR | 131 |
| buffers and inverters | 106 |
-- worst min path at each step --
stage | end | slack (ps) | depth (start not counted)
CTS | out[0] | 3700 | 7
global route | out[3] | 3740 | 6
finish | out[3] | 3590 | 6
-- routing by layer --
layer / up-vias / GRT usage / part of all wire
li1: 5544 / - / -
met2: 698 / 0.249 / 0.52
met4: 16 / 0.00890 / 0.0089
met5: - / 0 / 0.00089
met3: 56 / 0.0330 / 0.067
met1: 6344 / 0.169 / 0.40
-- power by group through the flow --
stage	combinational [uW]	clock (uW)	sequential [uW]
after CTS	1660	0	0
after global routing	1710	0.0000224	0
-- through the flow --
stage                     setup TNS [ps]  instances  power [uW]
after detailed placement            -522       3832        1650
after global routing               -2.18       3833        1710
after CTS                              0       3832        1660
final                                  0       3839        1610
after global placement              -627       3832        1660
after floorplan                        0        794         524
-- cell usage in the layout, fill, tap and decap left out, types with 4 or more instances in the layout --
cell type	netlist	final
a21oi_1	40	40
mux2i_1	139	139
mux4_2	185	185
nand2b_1	11	10
a22oi_1	46	46
a211oi_1	25	22
nand2_1	20	19
and2_1	9	9
o22ai_1	34	34
nand3_1	6	6
nor2_1	19	17
diode_2	0	7
nor3_2	4	5
a211o_1	4	4
o41ai_1	4	4
clkdlybuf4s50_1	0	1027
buf_12	0	11
a31oi_1	12	12
o221ai_1	21	21
buf_4	10	82
o211ai_1	4	4
o21ai_0	13	12
mux2_2	8	8
nor3_1	29	28
a32o_1	4	4
nor4_1	7	6
nor2b_1	11	10
or3_1	5	5
-- final cells by class --
class	instances	area, sq um
fillers	17000	128000
repair buffers	1126	11200
multi-input cells	688	7960
well taps	2016	2520
diodes	7	17.5
inverters	2	10.0
-- what timing repair did --
item | in CTS | in global routing
cloned | 0 | 0
gates resized | 4 | 1
setup endpoints to repair | 2 | 1
pin swaps | 0 | 0
Power figures rest on the tool's default switching activity, not on a simulated workload.
