$ cat run.sh
#!/bin/bash
# OpenROAD 26Q1-2900-gdf79404cd8, Yosys 0.63+post, stock flow scripts
make -C /OpenROAD-flow-scripts/flow DESIGN_CONFIG=/design/flow/config.mk WORK_HOME=/design/flow/orfs finish
$ cat config.mk
export PLATFORM = sky130hd
export DESIGN_NAME = mux256to1
export DESIGN_NICKNAME = mux256to1
export VERILOG_FILES = /design/flow/design.v
export SDC_FILE = /design/flow/constraint.sdc
export NUM_CORES = 4
export LEC_CHECK = 1
export CORE_AREA = 10 10 151 151
export DIE_AREA = 0 0 161 161
export SYNTH_HDL_FRONTEND = slang
$ cat constraint.sdc
current_design mux256to1

set clk_period 3.3
set clk_io_pct 0.2

create_clock -name clk0 -period $clk_period

set non_clock_inputs [all_inputs -no_clocks]
set_input_delay [expr $clk_period * $clk_io_pct] -clock clk0 $non_clock_inputs
set_output_delay [expr $clk_period * $clk_io_pct] -clock clk0 [all_outputs]
$ cat design.v
module mux256to1 (
    input  wire [255:0] in,    
    input  wire [7:0]   sel,   
    output wire         out    
);
    assign out = in[sel];      
endmodule
==> out/metrics.cfg <==
[status]
outcome=complete, no violations

[logic_synthesis]
synth-warning-count=0
ys_sh_simple_pct=10.5
yosysCellCount=220
top_cells_by_area=mux4_2, mux2i_1, mux4_1
synthDistinctLibCells=35
mux_area_share_pct=64.8
yosysTopAreaCell=mux4_2
synthesis.area_um2=2220
synth_top_area_share_pct=31.4
ys_sh_xor_pct=0
synthCells=220
synth_seq_share_pct=0
synthAoiAreaFrac_pct=16.7
yosys_area_um2=2220
synth-adder-area-share_pct=0
logic_family=multiplexers
syn_area_per_cell_um2=10.1

[power_and_ir_drop]
power_leakage_nw=2.17
switchingPower_mw=0.213
vdd_drop_max_mv=0.0420
p_int_mw=0.451
switching_share_pct=32.1
p_seq_share_pct=0
comb_power_share_pct=100.0
power_frac_clock_pct=0
p_per_area_nw_per_um2=121

[cells_and_area]
regArea_um2=0
fillCellCount=2110
clock_buffers=0
flop-count=0
area_growth_pct=148
drive_gt1_share_pct=19.8
final_cell_area_um2=5500
layout_top_cells=clkdlybuf4s50_1, mux2i_1, mux4_2, buf_4, dlygate4sd2_1
final_common_cell=clkdlybuf4s50_1
fin_cells=769

[sta]
finalCritPeriodShare_pct=97.4
max_freq_mhz=311
slew_viol_final=0
worst_pin_slew_ns=0.344
max_slew_margin_pct=76.4
finalSetupViolCount=0
hold_viol=0
post-route-min-period_ns=3.21

[floorplan]
num_rows=51
core_area_um2=19500
chipArea_um2=25900
io_pins=265
fp.dieW_um=161
die_height_um=161
initCoreUtil_pct=11.4

[critical_path]
critPathMaxFanout=1
path_cells=dlygate4sd2_1 -> mux4_2 -> mux2i_2 -> nor4b_2 -> o41a_1 -> nor4_2 -> a31oi_2 -> buf_2
critPathArrivalTime_ns=2.55
max_stage_delay_ns=0.47
critPathRequiredTime_ns=2.64
start_kind=input port
startpoint=in[200]
end_kind=output port
cpMaxStageDelayCell=mux4_2
crit_type=input port to output port

[placed_design]
placed_area_um2=5420
hpwl_um=14400
place_congestion=0.831
dp_cells=768
io_buffer_count=265

[grt]
grtUsageTotal_pct=11.6
grt_pass1_vias=3590
antenna_found_initial=0
grt_max_degree=21
grt_pass1_wl_um=22400
gr-total-overflow=0

[min_path]
hold_class=input port to output port
min_path_cells=5
holdPathEnd=out
holdCritStartpoint=sel[4]

[drt]
antenna_cells=0
drt-initial-drc-count=181
ant_nets=0
dr.pass1.iters=4
viasPerCell=4.05
vias=3112
wl_um=15800
post_drt_wl_per_cell_um=20.5
drc=0

[job]
tool_warnings=32
drv_cap=0

[clock_network]
cts_hold_buf=0

layer usage:
metal,up-vias,share of wire [%],global-route usage (%)
met3,2,6.5,2.56
met1,1457,42,14.9
li1,1517,-,-
met5,-,0,0
met2,136,51,20.6
met4,0,0.20,0.207
cell usage after synthesis, types with 2 or more instances:
master    instances
o22ai_1          20
buf_2             9
buf_4             8
nor4_1            8
nor2_1            8
buf_6             2
a31oi_1           5
nor3_1            3
nand3_1           5
a22o_1            5
nand3b_1          3
a22oi_1          10
mux2i_1          61
o21ai_0           3
nand2_1           4
mux4_1            5
clkbuf_1          5
and3_1            2
nor2b_1           4
a21oi_1           4
o211ai_1          2
mux4_2           31
per-stage QoR:
step           total power [mW]  hold WS (ns)  setup WS (ns)  setup TNS, ns  util [%]
2_1_floorplan             0.237          1.42          0.463              0         -
3_3_place_gp              0.665          2.66         -0.608         -0.608      27.8
3_5_place_dp              0.664          2.64         -0.591         -0.591      27.8
4_1_cts                   0.672          2.34       0.000375              0      28.0
5_1_grt                   0.712          2.03        -0.0253        -0.0253      28.2
6_report                  0.664          1.98         0.0859              0      28.2
power by group through the flow:
stage         Sequential [mW]  Combinational [mW]  Clock [mW]
finish                      0               0.664           0
global route                0               0.712           0
CTS                         0               0.672           0
repair_timing:
| item | 4_1_cts | 5_1_grt |
|---|---|---|
| pin swaps | 9 | 6 |
| setup endpoints to repair | 1 | 1 |
| buffers inserted | 1 | 0 |
| resized | 55 | 15 |
how the worst max path moves through the flow:
stage     endpoint  slack [ns]  cells past startpoint
6_report       out        0.09                      8
5_1_grt        out       -0.03                     10
4_1_cts        out      0.0004                      8
layout make-up:
cell class | count | area [um2] | share of cell area [%]
Multi-Input combinational cell | 192 | 2090 | 38.0
Tap cell | 265 | 332 | 6.03
Timing Repair Buffer | 310 | 3070 | 55.9
Inverter | 2 | 7.51 | 0.136
worst max-delay path: cells and delay by family:
family / cells / cell delay (ns)
simple gates: 2 / 0.32
mux: 2 / 0.66
buf+inv: 2 / 0.37
compound gates: 2 / 0.54
cells by family (layout without fill, tap and decap cells):
family | count (synthesis) | in the layout
mux | 97 | 97
compound gates | 53 | 53
buf+inv | 28 | 312
simple gates | 42 | 42
Power and IR drop assume default switching activity.
